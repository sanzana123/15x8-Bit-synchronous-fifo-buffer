==> design/flow/design.v <==
`timescale 1ns / 1ps
module d_FlipFlop(
    input clk_in,
    input D,
    output reg Q,
    output reg Q_bar
    );
    always_ff @(posedge clk_in)
    begin
      Q <= D;
      Q_bar <= ~Q;
    end 
endmodule
`timescale 1ns / 1ps
module fifo(
    input clk,
    input reset,
    input [7:0] wr_data,
    input wr_request,
    output reg [7:0] rd_data,
    input rd_request,
    output empty,
    output full,
    output reg overflow,
    input clear_overflow_request,
    output reg [3:0] wr_index,
    output reg [3:0] rd_index
    );
    logic [7:0] fifo_slot[15:0];
    assign full = ((wr_index + 1) % 16) == rd_index;
    assign empty = (rd_index == wr_index);
    assign rd_data = fifo_slot[rd_index];
    always_ff @(posedge clk)
    begin
      if (reset)
      begin 
        wr_index <= 0;
        rd_index <= 0;
        overflow <= 0;
      end 
      else if (clear_overflow_request)
      begin
        overflow <= 0;
      end 
      else if(wr_request)
      begin 
        if (!full)
        begin
          fifo_slot[wr_index] <= wr_data;
          wr_index <= wr_index + 1;
        end 
        else 
        begin 
          overflow <= 1;
        end 
      end
      else if (rd_request)
      begin 
        if (!empty)
        begin 
          rd_index <= rd_index + 1;
        end 
      end
    end 
endmodule
`timescale 1ns / 1ps
module fifo_top(
 input CLK100,
    output [9:0] LED,        
    output [2:0] RGB0,      
    output [2:0] RGB1,
    output [3:0] SS_ANODE,    
    output [7:0] SS_CATHODE,  
    input [11:0] SW,          
    input [3:0] PB,           
    inout [23:0] GPIO,        
    output [3:0] SERVO,       
    output PDM_SPEAKER,       
    input PDM_MIC_DATA,      
    output PDM_MIC_CLK,
    output ESP32_UART1_TXD,   
    input ESP32_UART1_RXD,
    output IMU_SCLK,          
    output IMU_SDI,           
    input IMU_SDO_AG,         
    input IMU_SDO_M,          
    output IMU_CS_AG,         
    output IMU_CS_M,          
    input IMU_DRDY_M,         
    input IMU_INT1_AG,        
    input IMU_INT_M,          
    output IMU_DEN_AG,        
    inout [14:0]DDR_addr,
    inout [2:0]DDR_ba,
    inout DDR_cas_n,
    inout DDR_ck_n,
    inout DDR_ck_p,
    inout DDR_cke,
    inout DDR_cs_n,
    inout [3:0]DDR_dm,
    inout [31:0]DDR_dq,
    inout [3:0]DDR_dqs_n,
    inout [3:0]DDR_dqs_p,
    inout DDR_odt,
    inout DDR_ras_n,
    inout DDR_reset_n,
    inout DDR_we_n,
    inout FIXED_IO_ddr_vrn,
    inout FIXED_IO_ddr_vrp,
    inout [53:0]FIXED_IO_mio,
    inout FIXED_IO_ps_clk,
    inout FIXED_IO_ps_porb,
    inout FIXED_IO_ps_srstb
    );
    assign RGB1 = 3'b000;
    assign SERVO = 4'b0000;
    assign PDM_SPEAKER = 1'b0;
    assign PDM_MIC_CLK = 1'b0;
    assign ESP32_UART1_TXD = 1'b0;
    assign IMU_SCLK = 1'b0;
    assign IMU_SDI = 1'b0;
    assign IMU_CS_AG = 1'b1;
    assign IMU_CS_M = 1'b1;
    assign IMU_DEN_AG = 1'b0;
    reg pre_reset;
    reg reset;
    reg pre_clear;
    reg clear;
    reg pre_read;
    reg READ;
    reg pre_write;
    reg WRITE;
    reg [7:0] pre_DATA;
    reg [7:0] DATA;
    reg pre_MODE;
    reg MODE;
    reg [7:0] pre_leds;
    reg [7:0] leds;
    always_ff @(posedge CLK100)
    begin 
      pre_reset <= PB[0];
      reset <= pre_reset;
    end
    always_ff @(posedge CLK100)
    begin 
      pre_clear <= PB[1];
      clear <= pre_clear;
    end 
    always_ff @(posedge CLK100)
    begin
      pre_read <= PB[2];
      READ <= pre_read;
    end 
    always_ff @(posedge CLK100)
    begin 
      pre_write <= PB[3];
      WRITE <= pre_write;
    end 
    always_ff @(posedge CLK100)
    begin 
      pre_DATA <= SW[7:0];
      DATA <= pre_DATA;
    end 
    always_ff @(posedge CLK100) 
    begin 
      pre_MODE <= SW[9];
      MODE <= pre_MODE;
    end
    always_ff @(posedge CLK100)
    begin
      pre_leds <= LED[7:0];
      leds <= pre_leds;
    end  
    wire read_to_edgeDetect;
    signal_debounce inst_read(
      .slow_clock_input(CLK100),
      .signal_in(READ),
      .single_pulse_out(read_to_edgeDetect)
    );
    reg sig_read;
    reg sig_delay_read;
    wire pe_read;
    always_ff @(posedge CLK100 or posedge reset)
    begin
      if (reset) 
      begin
        sig_read <= 0;
        sig_delay_read <= 0;
      end 
      else 
      begin 
        sig_read <= read_to_edgeDetect;
        sig_delay_read <= sig_read;
      end 
     end
    assign pe_read = sig_read && ~sig_delay_read;
    wire write_to_edgeDetect;
    signal_debounce inst_write(
      .slow_clock_input(CLK100),
      .signal_in(WRITE),
      .single_pulse_out(write_to_edgeDetect)
    );
    reg sig_write;
    reg sig_delay_write;
    wire pe_write;
    always_ff @(posedge CLK100 or posedge reset)
    begin
      if (reset) 
      begin
        sig_write <= 0;
        sig_delay_write <= 0;
      end 
      else 
      begin 
        sig_write <= write_to_edgeDetect;
        sig_delay_write <= sig_write;
      end 
     end
    assign pe_write = sig_write && ~sig_delay_write;
    wire [3:0] write_index;
    wire [3:0] read_index;
    wire [7:0] rd_wr_position;
    wire [7:0] fifo_data_read;
    assign rd_wr_position = {write_index, read_index};
    fifo fifo_READ_inst(
      .clk(CLK100),
      .reset(reset),
      .wr_data(DATA),
      .wr_request(pe_write),
      .rd_data(fifo_data_read),
      .rd_request(pe_read),
      .empty(RGB0[0]),  
      .full(RGB0[1]),   
      .overflow(RGB0[2]),  
      .clear_overflow_request(clear),
      .wr_index(write_index),
      .rd_index(read_index)
   );
   assign LED[7:0] = (~MODE)? fifo_data_read : rd_wr_position;
endmodule
`timescale 1ns / 1ps
module signal_debounce(
    input logic slow_clock_input,
    input logic signal_in,
    output logic single_pulse_out
    );
    logic clock_to_DFF;
    logic Q1;
    logic wire_to_single_pulse;
    slow_clock inst1(
      .clock_in(slow_clock_input),
      .clock_out(clock_to_DFF)
    );
    d_FlipFlop dd1
    (
      .clk_in(clock_to_DFF),
      .D(signal_in),
      .Q(Q1),
      .Q_bar()
    );
    d_FlipFlop dd2
    (
      .clk_in(clock_to_DFF),
      .D(Q1),
      .Q(),
      .Q_bar(wire_to_single_pulse)
    );
    assign single_pulse_out = Q1 & wire_to_single_pulse;
endmodule
`timescale 1ns / 1ps
module slow_clock(
    input logic clock_in,
    output logic clock_out
    );
    reg [26:0] count = 0;
    always_ff @(posedge clock_in)
    begin
      count <= count + 1;
        if (count == 50000)  
      begin 
        count <= 0;
        clock_out <= ~clock_out;
      end 
    end
endmodule
==> design/flow/run.sh <==
#!/bin/bash
# OpenROAD 26Q1-2900-gdf79404cd8, Yosys 0.63+post, stock flow scripts
make -C /OpenROAD-flow-scripts/flow DESIGN_CONFIG=/design/flow/config.mk WORK_HOME=/design/flow/orfs finish
==> design/flow/config.mk <==
export PLATFORM = sky130hd
export DESIGN_NAME = fifo_top
export DESIGN_NICKNAME = fifo_top
export VERILOG_FILES = /design/flow/design.v
export SDC_FILE = /design/flow/constraint.sdc
export NUM_CORES = 4
export LEC_CHECK = 1
export CORE_UTILIZATION = 40
==> design/flow/constraint.sdc <==
current_design fifo_top

set clk_period 5.3
set clk_io_pct 0.2

create_clock -name clk0 -period $clk_period [get_ports {CLK100}]

set non_clock_inputs [all_inputs -no_clocks]
set_input_delay [expr $clk_period * $clk_io_pct] -clock clk0 $non_clock_inputs
set_output_delay [expr $clk_period * $clk_io_pct] -clock clk0 [all_outputs]
==> reports/qor.yml <==
outcome: "completed"
grt_pass1_wl_um: 26600
area_growth_pct: 13.2
dr.pass1.iters: 5
track_usage_pct: 15.1
cts_buffer_depth: 3
clock-root-buffer: "clkbuf_16"
warnings: 194
grt_max_degree: 25
reg2reg_depth: 7
n_antenna_cell: 0
fin_tns_setup_ns: 0
path_class: "reg -> out"
drt-vias-per-instance: 5.23
period_needed_ns: 4.27
yosys_area_mm2: 0.00929
synth.area.top_cells: "edfxtp_1 (42%), dfxtp_1 (21%), mux4_2 (7.8%)"
ys_cells: 657
ys.flop_type: "edfxtp_1"
enable_flop_cells: 130
worst_slew_pin_slew_ns: 0.893
rr_startpoint: "fifo_READ_inst.wr_index[0]"
fin_skew_ns: 0.00567
hold_viol: 0
yosys_warnings: 19
most_common_cell: "edfxtp_1"
unclocked_regs: 6
grt-busiest-layer: "met2"
cts-resized-gates: 0
powerDensity_mw_per_mm2: 336
synth_sequential_area_ratio_pct: 64.4
drcViolationCount: 0
synth.cellmix.compoundShare_pct: 3.43
dr_total_vias: 5183
reg2reg_slack_ns: 2.64
sw_frac_of_total_pct: 19.5
cp-end-kind: "output port"
relSlewSlack_pct: 40.2
synthArstFlopShare_pct: 1.72
p_comb_share_pct: 0.9
synth_cell_types: 50
die_area_mm2: 0.0238
arrival_ns: 3.21
clock_latency_ns: 0.50
grt_overflow_total: 0
top_area_share_pct: 42.0
cts_tree: "built"
fillers: 1906
power_mw: 3.54
hold_class: "reg -> reg"
antenna_found_initial: 0
synth.avg_cell_area_um2: 14.1
synthCells: 657
logic_family: "simple AND/OR/NAND/NOR gates"
slew_viol_final: 0
place_congestion: 0.836
utilization_pct: 46.3
wirelength_um: 16200
core_mm2: 0.0227
setup_violations: 0
layout-drive-gt1-share_pct: 14.4
synth.cellmix.simpleShare_pct: 12.2
setup.worst_path.start_class: "flop"
initCoreUtil_pct: 40.9
post-cts-setup-buffers: 0
max_freq_mhz: 234
pin_count: 218
untimed_endpoints: 162
fa_ha_area_share_pct: 1.21
synthMuxAreaShare_pct: 8.62
vdd_drop_max_uv: 196
rsz0062_at_grt: "false"
detail_route.wl_per_cell_um: 16.4
drt-initial-drc-count: 277
cts_buffers: 24
die_w_um: 154
grt_pass1_vias: 5162
p_int_mw: 2.85
p_leak_nw: 3.58
gr-usage-met2_pct: 21.9
xor_area_share_pct: 5.44
ys_ff: 233
hold_buffers: 0
met1_usage_pct: 21.5
dp_hpwl_um: 10500
cap_viol_max_count: 0
switchingPower_uw: 691
p_clk_share_pct: 45.6
crit_end: "LED[4]"
top_cells_by_count: "edfxtp_1 (130), dfxtp_1 (99), nand3_1 (37), xnor2_1 (37), buf_4 (34)"
reg2reg_to: "fifo_READ_inst.fifo_slot[10][2]"
p_seq_share_pct: 53.5
finalClockPeriodUsage_pct: 80.5
clk_pin_slew_ns: 0.06
crit_path_max_fanout: 21
required_ns: 4.24
antenna_left: 0
die_h_um: 154
yosysTopAreaCell: "edfxtp_1"
fp-row-count: 55
cts_htree_levels: 1
syn_area_mm2: 0.00929
portBuffers: 24
use_met3_pct: 7.11
## cell families (layout without fill, tap and decap cells)
group | after synthesis | after routing
flops | 233 | 233
simple gates | 194 | 194
buf+inv | 75 | 97
xor+xnor | 56 | 56
compound gates | 48 | 48
mux | 40 | 40
fa+ha+maj | 9 | 9
other cells | 2 | 29
## through the flow
step	instances	setup WS, ns	instance area [um^2]	hold WS (ns)
3_5_place_dp	947	1.53	9730	0.312
3_3_place_gp	947	1.53	9730	0.312
4_1_cts	991	0.978	10500	0.328
2_1_floorplan	684	2.44	9390	0.174
6_report	991	1.03	10500	0.326
5_1_grt	991	0.816	10500	0.334
## how the worst min path moves through the flow
stage / start / to / slack [ns] / cells past startpoint
after CTS: pre_DATA[6] / DATA[6] / 0.33 / 0
after global routing: pre_DATA[0] / DATA[0] / 0.33 / 0
final: pre_DATA[4] / DATA[4] / 0.33 / 0
## cells in the final DEF (no fill, tap or decap), types with 5 or more instances in the layout
cell type        netlist  final
a21o_1                 8      8
clkinv_2               0      7
mux4_2                32     32
edfxtp_1             130    130
nor4_1                15     15
a21oi_1                7      7
nor2b_1               10     10
o22ai_1                8      8
conb_1                 2     29
ha_1                   9      9
nand4_1               22     22
mux2i_1                8      8
xnor2_1               37     37
or4_1                  5      5
nand3_1               37     37
nand2_1               24     24
dfxtp_1               99     98
and4_1                 9      9
and2_1                 6      6
nor3_1                 8      8
buf_4                 34     16
o21ai_0                7      7
a211oi_1               8      8
xor2_1                17     17
inv_1                 13     13
nor2_1                29     29
clkbuf_16              0     25
and3_1                 9      9
clkdlybuf4s50_1        0     24
## per-layer routing
| layer | up-vias | part of all wire [%] |
|---|---|---|
| met5 | - | 0 |
| met3 | 27 | 10 |
| met2 | 226 | 44 |
| met4 | 0 | 2.4 |
| li1 | 2467 | - |
| met1 | 2463 | 44 |
## area by class of cell
type,count,area (um^2),share of cell area [%]
Clock inverter,19,154,1.46
Clock buffer,25,626,5.95
Inverter,13,48.8,0.464
Timing Repair Buffer,40,360,3.43
Sequential cell,233,5990,56.9
Tap cell,285,357,3.39
Multi-Input combinational cell,376,2980,28.4
## power by group through the flow
stage         Sequential (mW)  Combinational [mW]  Clock, mW
finish                   1.89              0.0302       1.61
global route             1.89              0.0347       1.73
CTS                      1.89              0.0306       1.66
## worst max-delay path: stages, from the launching register on
cell and delay (ns):
dfxtp_2 0.75, buf_4 0.39, mux4_2 0.54, mux2i_1 0.22, a211oi_1 0.18, a21o_1 0.21
clkdlybuf4s50_1 0.40
## flip-flops by register name, indices dropped and copies added (netlist names), 4 cells and up, named ones only
name / count
fifo_READ_inst.rd_index: 4
fifo_READ_inst.fifo_slot: 128
pre_DATA: 8
inst_read.inst1.count: 27
DATA: 8
fifo_READ_inst.wr_index: 4
inst_write.inst1.count: 27
No activity file was given, so power comes from the tool's default toggle rates.
